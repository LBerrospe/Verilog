$ cat design/flow/design.v
`timescale 1ns / 1ps
module decCase(
        input [1:0] A,
        input CLK,
        output reg [3:0] D
    );
    always @(A or CLK)
        begin
        case(CLK)
            1'b1: case (A)
                2'b00 : D = 4'b0001;
                2'b01 : D = 4'b0010;
                2'b10 : D = 4'b0100;
                2'b11 : D = 4'b1000;
            default: D = 4'b0000; 
            endcase 
        default: D = 4'b0000; 
        endcase 
    end 
endmodule
`timescale 1ns / 1ps
module decOpCase(
    input [3:0] A,B,
    input [1:0] DEC,
    input ENABLE,
    output [7:0] op0,op1,op2,op3
    );
    wire [3:0] cable;
    decCase decoCase(
        .A(DEC), .CLK(ENABLE),
        .D(cable)
    );
    op0 operacion0(
        .X(A), .Y(B), .H(cable[0]),
        .C(op0) 
        );
    op1 opracion1(
        .X(A), .Y(B), .H(cable[1]),
        .C(op1) 
        );
    op2 opracion2(
        .X(A), .Y(B), .H(cable[2]),
        .C(op2) 
        );
    op3 opracion3(
        .X(A), .Y(B), .H(cable[3]),
        .C(op3) 
        );
endmodule
`timescale 1ns / 1ps
module op0(
    input [3:0] X,Y,
    input H,
    output reg [7:0] C
    );
    always@*
        begin
          if (H == 1'b1)
                C = X + Y * X;
            else
                C = 8'b00000000;
        end
endmodule
`timescale 1ns / 1ps
module op1(
    input [3:0] X,Y,
    input H,
    output reg [7:0] C
    );
     always@*
           begin
             if (H == 1'b1)
                   C = X * X - Y;
               else
                   C = 8'b00000000;
           end
endmodule
`timescale 1ns / 1ps
module op2(
    input [3:0] X,Y,
    input H,
    output reg [7:0] C
    );
    always@*
        begin
            if (H == 1'b1)
                C = Y - X * X;
            else
                C = 8'b00000000;
        end
endmodule
`timescale 1ns / 1ps
module op3(
    input [3:0] X,Y,
    input H,
    output reg [7:0] C
    );
    always@*
            begin
                if (H == 1'b1)
                    C = Y * Y * Y;
                else
                    C = 8'b00000000;
            end
endmodule
$ cat design/flow/constraint.sdc
current_design decOpCase

set clk_period 4.4
set clk_io_pct 0.2

create_clock -name clk0 -period $clk_period

set non_clock_inputs [all_inputs -no_clocks]
set_input_delay [expr $clk_period * $clk_io_pct] -clock clk0 $non_clock_inputs
set_output_delay [expr $clk_period * $clk_io_pct] -clock clk0 [all_outputs]
$ cat design/flow/config.mk
export PLATFORM = sky130hd
export DESIGN_NAME = decOpCase
export DESIGN_NICKNAME = decOpCase
export VERILOG_FILES = /design/flow/design.v
export SDC_FILE = /design/flow/constraint.sdc
export NUM_CORES = 4
export LEC_CHECK = 1
export CORE_AREA = 10 10 112 112
export DIE_AREA = 0 0 122 122
$ cat design/flow/run.sh
#!/bin/bash
# OpenROAD 26Q1-2900-gdf79404cd8, Yosys 0.63+post, stock flow scripts
make -C /OpenROAD-flow-scripts/flow DESIGN_CONFIG=/design/flow/config.mk WORK_HOME=/design/flow/orfs finish
==> flow_metrics.tcl <==
# metrics dict for downstream scripts
set metrics [dict create \
    violations "negative setup slack" \
    grt_pass1_vias 2180 \
    cp_max_fo 3 \
    maxSlewViolCount 0 \
    io_pins 43 \
    place_congestion 0.897 \
    warnings 40 \
    hold_viol_final 0 \
    max-vdd-ir-drop_mv 0.0840 \
    rsz0062_at_grt "yes" \
    p_leak_nw 1.66 \
    ys_sh_xor_pct 11.8 \
    hp-class "in2out" \
    postSynthAreaPerCell_sq_um 7.56 \
    grt_pass1_wl_um 10100 \
    ys_cells 257 \
    coreArea_sq_um 10200 \
    routed_wl_um 5920 \
    ff_count 0 \
    drtIter0Drc 40 \
    track_usage_pct 8.11 \
    grt_overflow 0 \
    setup_slack_ns -0.630 \
    grt_start_max_net_pins 13 \
    worst_pin_slew_ns 0.515 \
    synth_warnings 5 \
    cap_viol_max_count 0 \
    cp_data_arrival_time_ns 4.15 \
    synth.comb.largest_family "adder cells" \
    synth_cell_type_count 39 \
    layout.cells.non_filler 499 \
    chipArea_sq_um 14900 \
    wl_per_cell_um 11.9 \
    areaGrowthSynthToFinish_pct 74.3 \
    slew_headroom_pct 65.6 \
    yosysChipArea_sq_um 1940 \
    ant_nets 0 \
    crit_required_ns 3.52 \
    crit_path_start_kind "primary input" \
    cts_hold_buffers 0 \
    ys_sh_adder_pct 39.9 \
    synthCells 257 \
    ys_sh_mux_pct 1.10 \
    via_per_inst 4.07 \
    vias 2030 \
    hold_start "A[3]" \
    power_mw 0.558 \
    drc 0 \
    hpwl_um 4840 \
    finalCritPeriodShare_pct 114 \
    simple_gate_share_pct 26.5 \
    die_h_um 122 \
    drt_first_pass_iters 4 \
    finalSetupViolCount 8 \
    lay_top_cells "buf_4, nor2_1, ha_1" \
    power_density_nw_per_um2 165 \
    seqCellArea_sq_um 0 \
    end_kind "output port" \
    cp-startpoint "B[1]" \
    floorplan.core_util_pct 19.0 \
    place_area_sq_um 3000 \
    drive_gt1_share_pct 39.1 \
    insertedDiodeCount 0 \
    grt_antenna_before_repair 0 \
    synth_seq_share_pct 0 \
    rows 37 \
    aoi_share_pct 12.0 \
    timing_worst_setup_path_type "in2out" \
    final_area_sq_um 3380 \
    period_minus_slack_ns 5.03 \
    lay_top_count "buf_4" \
    nFillCells 997 \
    clkbuf_count 0 \
    status "finished, violations left" \
    die_x_um 122 \
    fmax_ghz 0.199 \
    syn-cell-area_sq_um 1940 \
    portBuffers 43 \
    place_inst 482 \
]
==> per-layer routing <==
metal  vias up  global-route usage, %  routed length (um)
li1       1048                      -                   -
met1       952                   10.3                2690
met2        28                   15.0                3060
met3         2                  0.798                 147
met4         0                  0.596                  22
met5         -                      0                   0
==> synthesized netlist by cell type (all sizes together), types with 2 or more instances <==
| cell type | n | area, sq um |
|---|---|---|
| o21ai | 6 | 30.0 |
| a21o | 6 | 46.3 |
| ha | 38 | 475 |
| fa | 15 | 300 |
| clkinv | 3 | 11.3 |
| xnor2 | 12 | 105 |
| nor3 | 10 | 50.1 |
| inv | 33 | 124 |
| clkbuf | 5 | 18.8 |
| nand3 | 5 | 25.0 |
| nand2b | 3 | 18.8 |
| a31o | 2 | 17.5 |
| nor2b | 6 | 37.5 |
| and3 | 3 | 18.8 |
| nand2 | 22 | 82.6 |
| and2 | 13 | 81.3 |
| nand3b | 3 | 22.5 |
| nor3b | 5 | 37.5 |
| xor2 | 8 | 77.6 |
| nor2 | 33 | 124 |
| a21oi | 12 | 78.8 |
| o21a | 3 | 22.5 |
==> power by group <==
group | internal (mW) | total, mW | switching, mW
combinational | 0.314 | 0.558 | 0.243
clock | 0 | 0 | 0
sequential | 0 | 0 | 0
==> kinds of logic after synthesis <==
logic type | Yosys count
and+or+nand+nor | 105
adders and majority gates | 53
buffers and inverters | 42
AOI/OAI and AO/OA | 32
xor gates and xnor gates | 22
muxes | 2
other | 1
==> final timing paths <==
kind,to,slack (ns),depth (start not counted)
setup / recovery,op3[7],-0.63,18
hold / removal,op2[7],2.30,4
==> metrics by stage <==
| step | TNS (ns) | setup WS (ns) | util, % | hold slack [ns] |
|---|---|---|---|---|
| finish | -2.56 | -0.630 | 33.1 | 2.30 |
| global route | -3.64 | -0.847 | 33.1 | 2.35 |
| CTS | -3.12 | -0.730 | 32.0 | 2.47 |
| detailed placement | -16.05 | -1.64 | 29.3 | 2.92 |
| global placement | -16.16 | -1.62 | 29.3 | 2.91 |
| floorplan | -0.621 | -0.485 | - | 1.87 |
==> critical path, stage by stage <==
cell and delay, ns:
buf_8 0.10, buf_6 0.11, nor3_4 0.14, buf_6 0.12, fa_2 0.44, buf_6 0.14, nand2_2 0.06, fa_1 0.41
fa_1 0.51, inv_2 0.05, ha_4 0.21, a21o_1 0.18, a21oi_4 0.11, xnor3_1 0.23, xnor2_1 0.18, xnor2_1 0.14
nor2_1 0.05, buf_2 0.11
==> final cells by class <==
| class | instances | area (sq um) | area share (%) |
|---|---|---|---|
| multi-input cells | 216 | 2070 | 61.1 |
| repair buffers | 111 | 981 | 29.0 |
| well taps | 136 | 170 | 5.03 |
| inverters | 36 | 165 | 4.88 |
==> what timing repair did <==
action                     CTS  global route
pin swaps                   51            38
hold endpoints to repair     0             0
setup endpoints to repair   21            16
resized                    106            31
cloned                       0             0
buffers inserted            17             5
Power is estimated from default activity; no workload was simulated.
