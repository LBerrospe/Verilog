<file path="flow/config.mk">
export PLATFORM = sky130hd
export DESIGN_NAME = decOpIf
export DESIGN_NICKNAME = decOpIf
export VERILOG_FILES = /design/flow/design.v
export SDC_FILE = /design/flow/constraint.sdc
export NUM_CORES = 4
export LEC_CHECK = 1
export CORE_AREA = 10 10 89 89
export DIE_AREA = 0 0 99 99
</file>
<file path="flow/constraint.sdc">
current_design decOpIf

set clk_period 7.3
set clk_io_pct 0.2

create_clock -name clk0 -period $clk_period

set non_clock_inputs [all_inputs -no_clocks]
set_input_delay [expr $clk_period * $clk_io_pct] -clock clk0 $non_clock_inputs
set_output_delay [expr $clk_period * $clk_io_pct] -clock clk0 [all_outputs]
</file>
<file path="flow/design.v">
`timescale 1ns / 1ps
module decOpIf(
    input [3:0] A,B,
    input [1:0] DEC,
    input ENABLE,
    output [7:0] op0,op1,op2,op3
    );
    wire [3:0] cable;
    decoIf decIf(
        .A(DEC), .CLK(ENABLE),
        .D(cable)
    );
    op0 operacion0(
        .X(A), .Y(B), .H(cable[0]),
        .C(op0) 
        );
    op1 opracion1(
        .X(A), .Y(B), .H(cable[1]),
        .C(op1) 
        );
    op2 opracion2(
        .X(A), .Y(B), .H(cable[2]),
        .C(op2) 
        );
    op3 opracion3(
        .X(A), .Y(B), .H(cable[3]),
        .C(op3) 
        );
endmodule
`timescale 1ns / 1ps
module decoIf(
        input [1:0] A,
        input CLK,
        output reg [3:0] D
    );
    always @(A or CLK)
    begin
        if (CLK == 1'b1)
        begin
            D[0] = ~A[0] & ~A[1];
            D[1] =  A[0] & ~A[1];
            D[2] = ~A[0] & A[1];
            D[3] =  A[0] & A[1];
        end
        else
            D = 4'b0000;
    end
endmodule
`timescale 1ns / 1ps
module op0(
    input [3:0] X,Y,
    input H,
    output reg [7:0] C
    );
    always@*
        begin
          if (H == 1'b1)
                C = X + Y * X;
            else
                C = 8'b00000000;
        end
endmodule
`timescale 1ns / 1ps
module op1(
    input [3:0] X,Y,
    input H,
    output reg [7:0] C
    );
     always@*
           begin
             if (H == 1'b1)
                   C = X * X - Y;
               else
                   C = 8'b00000000;
           end
endmodule
`timescale 1ns / 1ps
module op2(
    input [3:0] X,Y,
    input H,
    output reg [7:0] C
    );
    always@*
        begin
            if (H == 1'b1)
                C = Y - X * X;
            else
                C = 8'b00000000;
        end
endmodule
`timescale 1ns / 1ps
module op3(
    input [3:0] X,Y,
    input H,
    output reg [7:0] C
    );
    always@*
            begin
                if (H == 1'b1)
                    C = Y * Y * Y;
                else
                    C = 8'b00000000;
            end
endmodule
</file>
<file path="flow/run.sh">
#!/bin/bash
# OpenROAD 26Q1-2900-gdf79404cd8, Yosys 0.63+post, stock flow scripts
make -C /OpenROAD-flow-scripts/flow DESIGN_CONFIG=/design/flow/config.mk WORK_HOME=/design/flow/orfs finish
</file>
==> impl_metrics.toml <==
# yosys + openroad results
[yosys]
yosys_area_um2 = 1896
ys_warn_count = 5
synth_cell_types = 38
synth.area.top_cells = "ha_1 25%, fa_1 15%, nor2_1 7.3%, inv_1 7.1%, xnor2_1 5.5%"
avgSynthCellArea_um2 = 7.235
ys_top_cells_by_count = "38 x ha_1, 37 x nor2_1, 36 x inv_1"
ys_seq_share_pct = 0
largest_area_cell = "ha_1"
synthCells = 262
netlist_area_um2 = 1896
netlist.area_leader.share_pct = 25.08
yosys_cells = 262
synth.most_common_cell = "ha_1"

[finish]
layout-drive-gt1-share_pct = 15.43
fin_util_pct = 45.53
clock_buffers = 0
final_cell_area_um2 = 2728
flop_area_um2 = 0
syn2layout_area_growth_pct = 43.89
finalNonFillerCells = 412
flops = 0

[die]
core.rowCount = 28
coreArea_um2 = 5991
dieArea_um2 = 9801
die_x_um = 99
fp_util_pct = 31.64
io_pins = 43
fp.dieH_um = 99

[sta]
holdWs_ps = 3756
relSlewSlack_pct = 62.52
finalCritPeriodShare_pct = 95.77
fin_setup_tns_ps = 0
rsz0062_at_grt = "false"
timing.final.ws_setup_ps = 309.0
drv_slew = 0
tightest_slew_ps = 557.1
fmax_ghz = 0.1430
hold_viol = 0
finalSetupViolCount = 0
min_period_ps = 6991

[drt]
drtIter0Drc = 44
wl_per_cell_um = 11.85
ant_nets = 0
viasPerCell = 4.653
first_pass_iters = 4
num_antenna_cells = 0
num_vias = 1917
drc = 0
route.final.wire_length_um = 4883

[global_route]
first_global_vias = 1928
gr-total-overflow = 0
grt_max_degree = 15
track_usage_pct = 9.969
antenna_found_initial = 0
grt_pass1_wl_um = 8528

[placement]
port_buffers = 43
dp_hpwl_um = 4111
placed_cells = 401
dpl_cell_area_um2 = 2585
gp_congestion = 0.8884
pre_cts_ws_ps = -523.4

[clocking]
cts_hold_buf = 0

[pwr]
power.total_uw = 227.4
p_sw_share_pct = 47.35
seq_power_share_pct = 0
internal_power_uw = 119.7
ir_worst_vdd_mv = 0.05069
clkPwrFrac_pct = 0
p_per_area_nw_per_um2 = 83.36
p_comb_share_pct = 100.0
p_switching_uw = 107.7
p_leak_nw = 1.339

[job]
maxCapViolCount = 0
warnings = 37

[min_path]
hold_path.class = "in -> out"

[setup_path]
critPathKind = "in -> out"
worstPathCellList = "dlygate4sd2_1, buf_4, buf_6, nand2_1, fa_1, fa_1, fa_1, inv_1, ha_1, nor2b_1, o21ai_0, a21oi_1, o21a_1, or3_1, a21oi_1, clkdlybuf4s50_1"
worstPathMaxFanout = 14
arrival_ps = 5530
critPathLaunchType = "primary input"
worstSetupEndpointType = "output pin"
cpPeakStageDelay_ps = 520
worst_ep_required_time_ps = 5840
crit_slowest_cell = "fa_1"
cpMostUsedCell = "fa_1"

[outcome]
status = "finished clean"
routing by layer:
metal | up-vias | GRT usage [%] | wire [um]
met4 | 0 | 0 | 0
li1 | 1009 | - | -
met3 | 0 | 1.409 | 170
met2 | 25 | 17.69 | 2390
met5 | - | 0 | 0
met1 | 883 | 13.27 | 2323
area by class of cell:
cell class                      count  area (um2)
Fill cell                         579        3263
Multi-Input combinational cell    218        1767
Timing Repair Buffer               81       721.9
Inverter                           38       145.1
Tap cell                           75       93.84
critical path, delay by kind of cell:
family / cells / cell delay [ps]
AOI/OAI and AO/OA: 4 / 640
adders and majority gates: 4 / 1830
buffers and inverters: 5 / 1050
and+or+nand+nor: 3 / 540
cell families (layout without fill, tap and decap cells):
family                   Yosys count  in the layout  share of synthesized area [%]
buffers and inverters             45            119                          9.703
AND-OR/OR-AND                     41             41                          13.80
other                              1              2                         0.1978
AND/OR/NAND/NOR                  102            102                          26.01
XOR/XNOR                          21             21                          10.43
adder cells (fa/ha/maj)           52             52                          39.87
timing repair:
action / CTS / global route
pin swaps: 16 / 5
resized: 15 / 3
buffers inserted: 11 / 0
setup endpoints to repair: 2 / 1
power groups by stage:
stage         logic, mW  clock network, mW  registers, mW
global route      0.261                  0              0
finish            0.227                  0              0
CTS               0.230                  0              0
path summary, 6_finish.rpt:
check	endpoint	slack, ps	depth (start not counted)	startpoint
worst max-delay path	op0[7]	310	16	B[1]
worst min-delay path	op3[7]	3760	4	DEC[1]
cells in the final DEF (no fill, tap or decap), types with 2 or more instances in the layout:
master / count
a21o_1: 6
a21oi_1: 13
a21oi_2: 3
and2_1: 11
and3_1: 2
buf_4: 36
buf_6: 2
clkdlybuf4s50_1: 39
conb_1: 2
dlygate4sd2_1: 3
fa_1: 12
fa_2: 2
ha_1: 37
inv_1: 35
nand2_1: 19
nand3_1: 4
nand3b_1: 2
nor2_1: 37
nor2b_1: 8
nor3_1: 8
nor3_4: 2
o211ai_1: 2
o21a_1: 2
o21ai_0: 9
or3_1: 2
xnor2_1: 12
xor2_1: 7
Power figures rest on the tool's default switching activity, not on a simulated workload.
